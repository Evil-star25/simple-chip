==> design/flow/design.v <==
module pwm (
    input clk,
    input [7:0] duty_cycle, 
    input reset,
    output reg pwm_out
);
reg [7:0] counter;
    always @(posedge clk or posedge reset) begin
        if (reset) begin
            counter <= 0;
            pwm_out <= 0;
        end else begin
            counter <= counter + 1;
            pwm_out <= (counter < duty_cycle) ? 1'b1 : 1'b0 ;
        end
    end
endmodule
==> design/flow/run.sh <==
#!/bin/bash
# OpenROAD 26Q1-2900-gdf79404cd8, Yosys 0.63+post, stock flow scripts
make -C /OpenROAD-flow-scripts/flow DESIGN_CONFIG=/design/flow/config.mk WORK_HOME=/design/flow/orfs finish
==> design/flow/config.mk <==
export PLATFORM = sky130hd
export DESIGN_NAME = pwm
export DESIGN_NICKNAME = pwm
export VERILOG_FILES = /design/flow/design.v
export SDC_FILE = /design/flow/constraint.sdc
export NUM_CORES = 4
export LEC_CHECK = 1
export CORE_AREA = 10 10 79 79
export DIE_AREA = 0 0 89 89
==> design/flow/constraint.sdc <==
current_design pwm

set clk_period 1.6
set clk_io_pct 0.2

create_clock -name clk0 -period $clk_period [get_ports {clk}]

set non_clock_inputs [all_inputs -no_clocks]
set_input_delay [expr $clk_period * $clk_io_pct] -clock clk0 $non_clock_inputs
set_output_delay [expr $clk_period * $clk_io_pct] -clock clk0 [all_outputs]
==> qor.yml <==
run_status:
  status: "finished, final reports clean"
clock_tree:
  clkSinkCount: 9
  cts_made_buffers: 3
  clockBufferDepth: 2
  clk_latency_ps: 230
  post_cts_buffers: 0
  cts_root_buf: "clkbuf_8"
  cts_tree: "built"
  cts_hold_buf: 0
  h-tree-depth: 1
  ctsResizeCount: 0
  clk_transition_reported_paths_ps: 40
timing:
  hold_slack_ps: 365
  maxSlewViolCount: 0
  finalSetupViolCount: 0
  clock.fmax_ghz: 0.725
  finClkSkew_ps: 2.36
  tightest_slew_ps: 360
  maxSlewHeadroom: 0.760
  rsz0062_at_grt: "false"
  fin_crit_ps: 1380
  finalCritPeriodShare: 0.862
  hold_viol: 0
finish:
  syn_to_final_growth_pct: 40.7
  drive_gt1_frac: 0.0896
  fin_cells: 121
floorplanning:
  die_w_um: 89
  io_pins: 11
  fp.coreArea_mm2: 0.00466
  chip_area_mm2: 0.00792
  initCoreUtil: 0.112
  rows: 25
  die_h_um: 89
power:
  p_leak_nw: 0.355
  power_frac_seq: 0.431
  finalPower_mw: 0.535
  vdd_drop_max_uv: 182
  power.switching_mw: 0.102
  clkPwrFrac: 0.480
  p_int_mw: 0.433
  p_per_area_mw_per_mm2: 728
  comb_power_share: 0.089
  swShare: 0.191
routing:
  drt_pre_antenna_iters: 4
  wl_per_cell_um: 8.63
  vias_per_cell: 3.14
  wirelength_mm: 1.04
  drcViolationCount: 0
  vias: 380
  ant_nets: 0
  antenna_cells_inserted: 0
  first_iter_violations: 34
synthesis:
  synth_seq_share: 0.431
  adder_share: 0.191
  syn-cell-area_um2: 523
  topCombFamilyByArea: "adder cells"
  ys_types: 15
  synthAoiAreaFrac: 0.0622
  synth.area.mux_share: 0
  ys_cells: 53
  ys.flops: 9
  avgSynthCellArea_um2: 9.87
  yosysWarnings: 1
  syn_inst: 53
  ys_chip_area_um2: 523
  ys_sh_simple: 0.151
  yosys.area_share.xor_xnor: 0.100
placement:
  placed_cells: 117
  gp_congestion: 0.736
  hpwl_um: 851
  io_buffers: 10
worst_setup_path:
  worstSetupStartpoint: "duty_cycle[7]"
  worstPathArrival_ps: 1490
  worst-path-max-fanout: 3
  regToRegStartpoint: "counter[7]"
  end_kind: "register"
  required_ps: 1710
  start_kind: "primary input"
  crit_type: "in -> reg"
grt:
  grt_usage: 0.0251
  antenna_found_initial: 0
  grt_max_degree: 10
  grt_pass1_vias: 388
  overflow: 0
  grt_first_pass_wirelength_mm: 1.62
worst_hold_path:
  hp-class: "in -> async"
flow_run:
  cap_violations: 0
  warnings: 25
## critical path: stages
cell,delay [ps]
clkdlybuf4s50_1,460
inv_1,40
ha_1,300
nand3_1,100
o211ai_1,210
a21oi_1,60
## stage by stage
stage,cell area [µm²],TNS [ps],setup slack (ps),util
after CTS,736,0,186,0.158
after detailed placement,691,-46.5,-46.5,0.148
final,736,0,221,0.158
after global routing,736,0,128,0.158
after floorplan,523,0,501,-
after global placement,691,-36.5,-36.5,0.148
## power by group through the flow
stage     clock, mW  combinational [mW]  sequential (mW)
5_1_grt       0.278              0.0542            0.230
6_report      0.257              0.0479            0.231
4_1_cts       0.264              0.0495            0.231
## registers in the layout, summed over array words and instances, names as in the netlist
register,count
counter,8
pwm_out,1
## kinds of logic after synthesis
logic type / count (synthesis)
buffers and inverters: 9
AOI/OAI and AO/OA: 6
DFF: 9
xor gates and xnor gates: 6
adders and majority gates: 8
and+or+nand+nor: 15
## synthesized netlist by cell type
cell      instances  share of area
dfrtp_1           9           0.43
inv_1             9          0.065
ha_1              8           0.19
a21oi_1           4          0.038
nand2_1           4          0.029
nand3_1           4          0.038
xor2_1            4          0.067
nor2_1            3          0.022
xnor2_1           2          0.033
nand2_2           1          0.012
nand3_2           1          0.019
nor2b_1           1          0.012
nor3_2            1          0.019
o211ai_1          1          0.014
o21ai_0           1         0.0096
## area by class of cell
| cell class | count | area, µm² |
|---|---|---|
| fill | 506 | 3930 |
| multi-input combinational | 35 | 264 |
| sequential | 9 | 225 |
| timing repair buffer | 10 | 100 |
| tap | 54 | 67.6 |
| clock buffer | 4 | 45.0 |
| inverter | 9 | 33.8 |
## cells in the final DEF (no fill, tap or decap), drive strengths merged
cell	synthesis	routed
clkdlybuf4s50	0	10
inv	9	9
dfrtp	9	9
ha	8	8
nand2	5	5
nand3	5	5
xor2	4	4
a21oi	4	4
clkbuf	0	4
nor2	3	3
xnor2	2	2
nor3	1	1
nor2b	1	1
o21ai	1	1
o211ai	1	1
## routing by layer
metal | track usage | share of wire | vias to the layer above
met4 | 0.0116 | 0.038 | 0
met3 | 0.00735 | 0.064 | 2
met2 | 0.0419 | 0.51 | 7
li1 | - | - | 200
met1 | 0.0290 | 0.39 | 171
met5 | 0 | 0 | -
## path summary, 6_finish.rpt
check                              to  slack, ps  cells past startpoint
max in group asynchronous  counter[0]        970                      2
setup / recovery              pwm_out        220                      6
hold reg to reg            counter[7]        480                      1
setup reg to reg              pwm_out        410                      4
hold / removal             counter[1]        360                      2
min in group clk0          counter[7]        480                      1
Power is estimated from default activity; no workload was simulated.
