File: design.v
module fifo (
    input wire clk,
    input wire reset,
    input wire wr_en,
    input wire rd_en,
    input wire [DATA_WIDTH-1:0] data_in,
    output reg [DATA_WIDTH-1:0] data_out,
    output wire full,
    output wire empty
);
    parameter DATA_WIDTH = 8;
    parameter FIFO_DEPTH = 16;
    reg [DATA_WIDTH-1:0] mem [0:FIFO_DEPTH-1];
    function integer clog2;
        input integer value;
        integer i;
        begin
            clog2 = 0;
            for (i = value - 1; i > 0; i = i >> 1)
                clog2 = clog2 + 1;
        end
    endfunction
    parameter ptr_width = clog2(FIFO_DEPTH); 
    reg [ptr_width-1:0] write_pointer = {ptr_width{1'b0}};
    reg [ptr_width-1:0] read_pointer = {ptr_width{1'b0}};
    reg [ptr_width:0] count;
    assign full = (count == FIFO_DEPTH) ;
    assign empty = (count == 0) ;
    always @(posedge clk) begin
        if (reset) begin
            write_pointer <= {ptr_width{1'b0}};
        end else if (wr_en && !full) begin
            mem[write_pointer] <= data_in;
            write_pointer <= (write_pointer == FIFO_DEPTH - 1) ? {ptr_width{1'b0}} : write_pointer + 1;
        end
    end
    always @(posedge clk) begin
        if (reset) begin
            read_pointer <= {ptr_width{1'b0}};
            data_out <= {DATA_WIDTH{1'b0}};
        end else if (rd_en && !empty) begin
            data_out <= mem[read_pointer]; 
            read_pointer <= (read_pointer == FIFO_DEPTH - 1) ? {ptr_width{1'b0}} : read_pointer + 1;
        end 
    end
    always @(posedge clk) begin
        if (reset) begin
            count <= {(ptr_width+1){1'b0}};
        end else begin
            case ({wr_en, rd_en})
                2'b10: count <= count + 1;  
                2'b01: count <= count - 1;  
                default: count <= count;    
            endcase
        end
    end
endmodule
module parallel_to_serial (
    input wire clk,
    input wire rst,
    input wire load,                
    input wire [7:0] parallel_in,   
    output reg serial_out
);
    reg [7:0] shift_reg;
    always @(posedge clk or posedge rst) begin
        if (rst)
            shift_reg <= 8'b0;
        else if (load)
            shift_reg <= parallel_in;
        else
            shift_reg <= {shift_reg[6:0], 1'b0};  
    end
    always @(posedge clk or posedge rst) begin
        if (rst)
            serial_out <= 1'b0;
        else
            serial_out <= shift_reg[7];  
    end
endmodule
module serial_to_parallel (
    input wire clk,
    input wire rst,
    input wire serial_in,
    output reg [7:0] parallel_out
);
    always @(posedge clk or posedge rst) begin
        if (rst)
            parallel_out <= 8'b0;
        else
            parallel_out <= {parallel_out[6:0], serial_in};
    end
endmodule
module usart (
    input wire clk,
    input wire rst,
    input wire [7:0] tx_data_in,
    input wire tx_write_en,
    output wire tx_full,
    output wire tx_serial_out,
    input wire rx_serial_in,
    output wire [7:0] rx_data_out,
    input wire rx_read_en,
    output wire rx_empty
);
    wire [7:0] tx_fifo_out;
    wire tx_fifo_empty;
    reg tx_rd_en;
    reg load_shift_reg;
    fifo #(
        .DATA_WIDTH(8),
        .FIFO_DEPTH(16)
    ) tx_fifo (
        .clk(clk),
        .reset(rst),
        .wr_en(tx_write_en),
        .rd_en(tx_rd_en),
        .data_in(tx_data_in),
        .data_out(tx_fifo_out),
        .full(tx_full),
        .empty(tx_fifo_empty)
    );
    wire tx_clk_en = !tx_fifo_empty;
    parallel_to_serial tx_shifter (
        .clk(clk),
        .rst(rst),
        .load(load_shift_reg),
        .parallel_in(tx_fifo_out),
        .serial_out(tx_serial_out)
    );
    reg [3:0] tx_bit_cnt;
    always @(posedge clk or posedge rst) begin
        if (rst) begin
            tx_rd_en <= 0;
            load_shift_reg <= 0;
            tx_bit_cnt <= 0;
        end else begin
            if (!tx_fifo_empty) begin
                if (tx_bit_cnt == 0) begin
                    tx_rd_en <= 1;
                    load_shift_reg <= 1;
                    tx_bit_cnt <= 8;
                end else begin
                    tx_rd_en <= 0;
                    load_shift_reg <= 0;
                    tx_bit_cnt <= tx_bit_cnt - 1;
                end
            end else begin
                tx_rd_en <= 0;
                load_shift_reg <= 0;
            end
        end
    end
    wire [7:0] rx_parallel_data;
    reg [2:0] rx_bit_cnt;
    reg rx_byte_ready;
    serial_to_parallel rx_shifter (
        .clk(clk),
        .rst(rst),
        .serial_in(rx_serial_in),
        .parallel_out(rx_parallel_data)
    );
    reg rx_wr_en;
    fifo #(
        .DATA_WIDTH(8),
        .FIFO_DEPTH(16)
    ) rx_fifo (
        .clk(clk),
        .reset(rst),
        .wr_en(rx_wr_en),
        .rd_en(rx_read_en),
        .data_in(rx_parallel_data),
        .data_out(rx_data_out),
        .full(),  
        .empty(rx_empty)
    );
    always @(posedge clk or posedge rst) begin
        if (rst) begin
            rx_bit_cnt <= 0;
            rx_wr_en <= 0;
        end else begin
            rx_bit_cnt <= rx_bit_cnt + 1;
            if (rx_bit_cnt == 7) begin
                rx_wr_en <= 1;
            end else begin
                rx_wr_en <= 0;
            end
        end
    end
endmodule
File: run.sh
#!/bin/bash
# OpenROAD 26Q1-2900-gdf79404cd8, Yosys 0.63+post, stock flow scripts
make -C /OpenROAD-flow-scripts/flow DESIGN_CONFIG=/design/flow/config.mk WORK_HOME=/design/flow/orfs finish
File: config.mk
export PLATFORM = sky130hd
export DESIGN_NAME = usart
export DESIGN_NICKNAME = usart
export VERILOG_FILES = /design/flow/design.v
export SDC_FILE = /design/flow/constraint.sdc
export NUM_CORES = 4
export LEC_CHECK = 1
export CORE_UTILIZATION = 50
File: constraint.sdc
current_design usart

set clk_period 3.7
set clk_io_pct 0.2

create_clock -name clk0 -period $clk_period [get_ports {clk}]

set non_clock_inputs [all_inputs -no_clocks]
set_input_delay [expr $clk_period * $clk_io_pct] -clock clk0 $non_clock_inputs
set_output_delay [expr $clk_period * $clk_io_pct] -clock clk0 [all_outputs]
==> reports/results.tsv <==
stage	metric	value	unit
run_status	status	finished clean	
power_and_ir_drop	p_leak	4.95	nW
floorplanning	core-area	25300	um^2
setup_path	setup.worst_path.start_class	flop	
job	cap_violations	0	
yosys	yosysWarnings	4	
clocking	cts_tree	yes	
yosys	synth.distinct_cells	58	
yosys	synth.cell_area	13000	um^2
final_timing	grt_setup_unrepaired	no	
clocking	clock-sinks	324	
final_timing	setup_viol	0	
yosys	async_flop_share	8.02	%
final_timing	drv_slew	0	
clocking	insertion_delay	500	ps
final_timing	fin_skew	22.9	ps
yosys	top_area_share	59.3	%
setup_path	worstPathMaxFanout	9	
clocking	clk_path_buf_depth	3	
drt	drt-initial-drc-count	359	
drt	post_drt_wl_per_cell	20.7	um
yosys	ys_cells	815	
setup_path	worst_path_max_delay_cell	or4_4	
setup_path	crit_path_max_incr_delay	590	ps
power_and_ir_drop	p_per_area	566	nW/um^2
yosys	netlist_top_cells_count	edfxtp_1, mux2i_1, nor2_1	
yosys	yosysTopAreaCell	edfxtp_1	
global_routing	grt_pass1_vias	7265	
clocking	clk_pin_slew	60	ps
global_routing	antenna_found_initial	0	
clocking	htreeDepth	2	
setup_path	cp_cell_sequence	or4_4 -> nor2_1 -> clkdlybuf4s50_1	
final_timing	fin_crit	2880	ps
final_timing	setup_tns	0	ps
yosys	syn_area_per_cell	15.9	um^2
place	hpwlAfterDp	16.2	mm
drt	drt-pass1-iter-count	4	
min_path	hold_class	reg -> reg	
drt	drc	0	
drt	wirelength	25.1	mm
place	routabilityCongestion	0.844	
global_routing	grt_use_total	21.8	%
floorplanning	pin_count	24	
floorplanning	die_x	163	um
final_timing	slew_headroom	38.2	%
final_timing	finalCritPeriodShare	77.9	%
setup_path	critPathKind	reg -> out	
drt	antenna_cells_inserted	0	
power_and_ir_drop	ir_drop	0.382	mV
yosys	ys_seq_share	70.8	%
final_layout	drive_above_1_share	15.3	%
power_and_ir_drop	total_power	0.00840	W
clocking	root_buffer	clkbuf_16	
global_routing	grt_pass1_wl	39.4	mm
job	warning_count	33	
drt	via_per_inst	5.78	
drt	drtAntennaViolNets	0	
place	port_buffers	23	
yosys	edf_count	256	
final_layout	largest_registers	rx_fifo.mem: 128 flops, tx_fifo.mem: 128 flops	
yosys	ys_seq_elements	324	
floorplanning	rows	58	
floorplanning	fp_util	51.2	%
global_routing	grt_start_max_net_pins	40	
setup_path	cp.arrival	2140	ps
floorplanning	die_y	163	um
clocking	cts_resized	0	
final_timing	finalHoldViolCount	0	
drt	route.vias.total	7010	
final_layout	area_growth	14.3	%
final_timing	worst_slew_pin_slew	921	ps
clocking	hold_buffers	0	
clocking	cts_buffers	34	
yosys	synthCells	815	
global_routing	grt_overflow	0	
yosys	synth.most_common_cell	edfxtp_1	
yosys	flop_cell	edfxtp_1	
setup_path	crit_path_end_kind	primary output	
yosys	area_leaders	edfxtp_1, dfxtp_1, mux2i_1, dfrtp_1, mux4_2	
clocking	cts_setup_buffers	0	
setup_path	crit_required	2960	ps
yosys	synth_chip_area	13000	um^2
floorplanning	chipArea	26600	um^2
final_timing	max_freq	347	MHz
report_power, final:
part / internal [W] / switching, W / total, W
combinational: 0.000324 / 0.000361 / 0.000685
sequential: 0.00403 / 0.000148 / 0.00418
clock: 0.00223 / 0.00130 / 0.00353
cell usage in the layout (no fill, tap or decap), types with 4 or more instances in the layout:
cell / n
edfxtp_1: 256
mux2i_1: 70
nor2_1: 54
dfxtp_1: 40
buf_4: 39
clkbuf_16: 35
o22ai_1: 32
nor3_1: 28
mux4_2: 28
nand2_1: 27
dfrtp_1: 26
a21oi_1: 24
clkdlybuf4s50_1: 23
ha_1: 20
inv_1: 15
o21ai_0: 13
nor4_1: 11
mux2_2: 9
xor2_1: 9
a22oi_1: 9
a22o_1: 8
a31oi_1: 7
bufinv_16: 7
nand2b_1: 6
nor2b_1: 5
o211ai_1: 5
clkinv_1: 5
clkinv_2: 5
or3_1: 4
nand3_1: 4
mux4_1: 4
worst paths after layout:
kind | from | to | slack (ps) | cells after the start
setup / recovery | tx_fifo.count[1] | tx_full | 820 | 3
setup reg to reg | load_shift_reg | tx_fifo.count[4] | 1200 | 7
hold reg to reg | tx_shifter.shift_reg[7] | tx_shifter.serial_out | 360 | 0
min in group asynchronous | rst | tx_shifter.shift_reg[6] | 1140 | 4
max in group asynchronous | rst | tx_shifter.shift_reg[0] | 2210 | 4
hold / removal | tx_shifter.shift_reg[7] | tx_shifter.serial_out | 360 | 0
final cells by class:
class	instances	area [um^2]
Timing Repair Buffer	62	523
Fill cell	1845	10500
Clock inverter	19	270
Tap cell	330	413
Inverter	15	56.3
Multi-Input combinational cell	424	3480
Clock buffer	39	901
Sequential cell	324	9180
per-layer routing:
layer | share of wire (%) | up-vias | wire [um] | global-route usage [%]
li1 | - | 3264 | - | -
met1 | 39 | 3482 | 9750 | 31.3
met2 | 51 | 224 | 12700 | 35.1
met3 | 8.7 | 40 | 2200 | 8.85
met4 | 1.7 | 0 | 439 | 3.48
met5 | 0 | - | 0 | 0
kinds of logic (layout without fill, tap and decap cells):
| family | Yosys count | after routing | share of synthesized area [%] |
|---|---|---|---|
| DFF | 324 | 324 | 70.8 |
| AOI/OAI and AO/OA | 122 | 122 | 6.17 |
| buffers and inverters | 67 | 135 | 2.41 |
| muxes | 111 | 111 | 11.9 |
| adders and majority gates | 20 | 20 | 1.93 |
| and+or+nand+nor | 159 | 159 | 6.05 |
| xor gates and xnor gates | 12 | 12 | 0.810 |
worst max-delay path: cells and delay by family, from the launching register on:
kind	cells	cell delay, ps
AND/OR/NAND/NOR	2	770
flip-flops	1	390
buffers and inverters	1	500
per-stage QoR:
step | cells | worst slack (ps) | hold slack [ps] | instance area (um^2) | utilization, %
finish | 1213 | 816 | 357 | 14800 | 58.5
global route | 1213 | 693 | 362 | 14800 | 58.5
CTS | 1213 | 787 | 355 | 14800 | 58.5
detailed placement | 1155 | 619 | 343 | 13700 | 53.9
global placement | 1155 | 620 | 339 | 13700 | 53.9
floorplan | 815 | 1130 | 331 | 13000 | -
Power figures rest on the tool's default switching activity, not on a simulated workload.
